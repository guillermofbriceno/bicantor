`design/flow/design.v`:
```
module regfile
(
    input  wire        clock_i,
    input  wire [ 4:0] A_rs1_addr_i,
    input  wire [ 4:0] A_rs2_addr_i,
    input  wire [ 4:0] A_rd_addr_i,
    input  wire [31:0] A_rd_data_i,
    input  wire        A_rd_write_i,
    input  wire [ 4:0] B_rs1_addr_i,
    input  wire [ 4:0] B_rs2_addr_i,
    input  wire [ 4:0] B_rd_addr_i,
    input  wire [31:0] B_rd_data_i,
    input  wire        B_rd_write_i,
    output wire [31:0] A_rs1_data_o,
    output wire [31:0] A_rs2_data_o,
    output wire [31:0] B_rs1_data_o,
    output wire [31:0] B_rs2_data_o
);
    reg [31:0] registers  [31:0];
    reg [04:0] A_rs1_address_internal;
    reg [04:0] A_rs2_address_internal;
    reg [04:0] B_rs1_address_internal;
    reg [04:0] B_rs2_address_internal;
    assign A_rs1_data_o = ( A_rs1_address_internal != 0 ) ? registers[A_rs1_address_internal] : 0;
    assign A_rs2_data_o = ( A_rs2_address_internal != 0 ) ? registers[A_rs2_address_internal] : 0;
    assign B_rs1_data_o = ( B_rs1_address_internal != 0 ) ? registers[B_rs1_address_internal] : 0;
    assign B_rs2_data_o = ( B_rs2_address_internal != 0 ) ? registers[B_rs2_address_internal] : 0;
    integer i;
    initial begin
        for (i = 0; i < 32; i = i + 1) begin
            registers[i] <= 32'b0;
        end
    end
    always @(posedge clock_i) begin
        if (A_rd_addr_i != 5'b0 && A_rd_write_i) begin
            registers[A_rd_addr_i] <= A_rd_data_i;
        end
        if (B_rd_addr_i != 5'b0 && B_rd_write_i) begin
            registers[B_rd_addr_i] <= B_rd_data_i;
        end
    end
    always @(posedge clock_i) begin
        A_rs1_address_internal <= A_rs1_addr_i;
        A_rs2_address_internal <= A_rs2_addr_i;
        B_rs1_address_internal <= B_rs1_addr_i;
        B_rs2_address_internal <= B_rs2_addr_i;
    end
endmodule
```
`design/flow/run.sh`:
```
#!/bin/bash
# OpenROAD 26Q1-2900-gdf79404cd8, Yosys 0.63+post, stock flow scripts
make -C /OpenROAD-flow-scripts/flow DESIGN_CONFIG=/design/flow/config.mk WORK_HOME=/design/flow/orfs finish
```
`design/flow/config.mk`:
```
export PLATFORM = sky130hd
export DESIGN_NAME = regfile
export DESIGN_NICKNAME = regfile
export VERILOG_FILES = /design/flow/design.v
export SDC_FILE = /design/flow/constraint.sdc
export NUM_CORES = 4
export LEC_CHECK = 1
export CORE_UTILIZATION = 40
```
`design/flow/constraint.sdc`:
```
current_design regfile

set clk_period 19.6
set clk_io_pct 0.2

create_clock -name clk0 -period $clk_period [get_ports {clock_i}]

set non_clock_inputs [all_inputs -no_clocks]
set_input_delay [expr $clk_period * $clk_io_pct] -clock clk0 $non_clock_inputs
set_output_delay [expr $clk_period * $clk_io_pct] -clock clk0 [all_outputs]
```
==> out/results.ini <==
[clock_tree]
htreeDepth=4
postCtsHoldBufs=0
cts_buffers=131
cts_tree=yes
cts_resized=0
clk_path_buf_depth=3
cts_root_buf=clkbuf_16
clkSinkCount=1044
post_cts_buffers=0
cts.clk_slew.worst_paths_ps=60

[detailed_routing]
drcViolationCount=0
wl_per_cell_um=45.5
ant_nets=0
drt_iter0_drc=4909
wl_um=352000
num_vias=56700
firstDrtPassIters=5
via_per_inst=7.34

[synth]
flop_cell=edfxtp_1
ys_area_mm2=0.0775
netlist_instances=5117
syn_area_mm2=0.0775
top_area_share_pct=39.7
yosys.area.top_type=edfxtp_1
synth-edff-count=1024
ys_warn_count=1
yosys_cells=5117
avgSynthCellArea_um2=15.2
ys_types=47
yosysSeqAreaShare_pct=40.2
ys.flops=1044
async_reset_ff_share_pct=0
synthTopCellsByArea=edfxtp_1 40%, mux4_2 26%, mux2_2 13%

[worst_setup_path]
required_ps=15680
worstSetupStartpoint=B_rs1_address_internal[0]
path_class=flip-flop to primary output
crit_fanout=19
crit_arrival_ps=5840
critPathCaptureType=primary output
start_kind=flip-flop

[floorplanning]
fp.dieW_um=442
fp.dieH_um=442
rows=161
core_area_mm2=0.193
pin_count=225
core_util_floorplan_pct=40.3
die-area_mm2=0.196

[power_and_ir_drop]
netSwitchingPower_uw=1720
ir_drop_v=0.000101
p_clk_share_pct=38.9
swShare_pct=28.2
power_density_mw_per_mm2=70.4
seqPwrFrac_pct=42.5
combPwrFrac_pct=18.6
internal_power_uw=4360
p_leak_uw=0.0276

[cells_and_area]
final_layout_size_suffix_gt1_share_pct=46.3
area_growth_pct=11.5
stdcell_area_mm2=0.0864

[run]
warnings=26
cap_violations=0

[global_route]
grt_pass1_wl_um=481000
gr-total-overflow=0
antenna_found_initial=21
track_usage_pct=38.6
grt_pass1_vias=59600
grt_max_degree=82

[timing]
slew_violations=0
setup_viol=0
setup_ws_ps=9840
worst_slew_pin_slew_ps=1350
fmax_ghz=0.102
period_used_pct=49.8
hold_violations=0
fin_crit_ps=9760
maxSlewHeadroom_pct=9.37
fin_tns_setup_ps=0
grt_setup_unrepaired=false
worst_hold_slack_ps=3530

[min_path]
hp-class=primary input to flip-flop
hp-start=B_rs2_addr_i[0]

[place]
dp_slack_ps=11020
place_area_mm2=0.0824
dpl.hpwl_um=211000
gp_congestion=1.03
io_buffers=224

[status]
outcome=finished, final reports clean

==> layout make-up <==
cell class / instances / area [µm²]
diodes: 21 / 52.6
clock inverters: 64 / 529
flip-flops and latches: 1044 / 31200
fillers: 16800 / 106000
well taps: 2526 / 3160
inverters: 4 / 25.0
clock buffers: 167 / 3500
multi-input cells: 3367 / 43300
repair buffers: 536 / 4660
==> registers in the layout, indices dropped and copies added (netlist names) <==
signal                  count
registers                1024
A_rs2_address_internal      5
B_rs2_address_internal      5
B_rs1_address_internal      5
A_rs1_address_internal      5
==> synthesized netlist by cell type, types with 128 or more instances <==
| cell | n |
|---|---|
| a22oi_1 | 128 |
| mux2_1 | 231 |
| a311oi_1 | 128 |
| buf_4 | 136 |
| a211oi_1 | 128 |
| clkbuf_1 | 362 |
| edfxtp_1 | 1024 |
| nor2b_1 | 136 |
| mux4_2 | 896 |
| mux2_2 | 889 |
| buf_2 | 180 |
| mux2i_1 | 256 |
==> kinds of logic (layout without fill, tap and decap cells) <==
kind of cell / after synthesis / after routing / share of synthesized area [%]
and+or+nand+nor: 300 / 300 / 2.18
other: 1 / 53 / 0.00484
muxes: 2272 / 2272 / 45.6
buffers and inverters: 737 / 771 / 5.02
AOI/OAI and AO/OA: 763 / 763 / 7.02
DFF: 1044 / 1044 / 40.2
==> worst max-delay path, stage by stage, from the launching register on <==
cell	delay [ps]
dfxtp_4	720
buf_4	560
buf_4	600
and2_2	560
buf_4	600
a22oi_1	140
a311oi_1	1100
clkdlybuf4s50_1	650
==> stage by stage <==
stage	utilization, %	total power, µW	cells
detailed placement	42.8	3720	7477
CTS	44.9	6070	7708
global placement	42.8	3720	7477
floorplan	-	3280	5148
global route	44.9	6210	7721
finish	44.9	6080	7729
==> power by group through the flow <==
stage	clock (µW)	combinational, µW	sequential, µW
4_1_cts	2380	1100	2580
5_1_grt	2460	1160	2590
6_report	2370	1130	2580
==> metal layers <==
| layer | vias to the layer above | global-route usage (%) | part of all wire [%] |
|---|---|---|---|
| met5 | - | 7.11 | 0.53 |
| met4 | 65 | 25.0 | 8.8 |
| met3 | 1413 | 33.4 | 21 |
| met2 | 5377 | 51.3 | 42 |
| met1 | 28400 | 39.2 | 28 |
| li1 | 21500 | - | - |
==> cells in the final DEF, fill, tap and decap left out, drive strengths merged, types with 10 or more instances in the layout <==
cell,instances
clkdlybuf4s50,224
nor2b,139
o2111ai,36
a311oi,128
clkbuf,167
clkinv,50
a22oi,128
inv,10
nor2,30
conb,32
nand2,92
a221oi,92
o22ai,16
mux4,896
o21ai,235
mux2i,256
dfxtp,20
buf,312
edfxtp,1024
mux2,1120
diode,21
a211oi,128
==> final timing paths <==
path / endpoint / slack [ps] / cells after the start
worst max-delay path: B_rs1_data_o[11] / 9840 / 7
worst min-delay path: B_rs2_address_internal[0] / 3530 / 1
Power and IR drop assume default switching activity.
