<file path="flow/constraint.sdc">
current_design cache_set

set clk_period 45.4
set clk_io_pct 0.2

create_clock -name clk0 -period $clk_period [get_ports {clk_i}]

set non_clock_inputs [all_inputs -no_clocks]
set_input_delay [expr $clk_period * $clk_io_pct] -clock clk0 $non_clock_inputs
set_output_delay [expr $clk_period * $clk_io_pct] -clock clk0 [all_outputs]
</file>
<file path="flow/design.v">
module cache_set
#(
    parameter ADDR_WIDTH = 8,
    parameter DATA_WIDTH = 128  
)
(
    input                       clk_i,
    input                       we_i,
    input  [ADDR_WIDTH - 1:0]   addr_i,
    input  [DATA_WIDTH - 1:0]   wdata_i,
    output reg [DATA_WIDTH - 1:0]   rdata_o = 0,
    input  [1:0]                width_i,  
    output                      misaligned_o
);
    parameter NUM_BLOCKS = DATA_WIDTH / 8;
    wire [($clog2(NUM_BLOCKS)) + 3 - 1:0]           shamt;
    wire [(ADDR_WIDTH - $clog2(NUM_BLOCKS))-1:0]    addr_ebr;
    reg  [NUM_BLOCKS-1:0]                           line_enables = 0;
    wire [NUM_BLOCKS:0]                             shft_line_enables;  
    wire [DATA_WIDTH-1:0]                           shft_wdata;
    reg  [NUM_BLOCKS-1:0]                           write_enables = 0;
    wire [NUM_BLOCKS-1:0]                           read_enables;
    wire [DATA_WIDTH-1:0]                           preshft_rdata;
    wire [DATA_WIDTH-1:0]                           shft_rdata;
    wire [DATA_WIDTH-1:0]                           unmasked_rdata;
    assign shamt                = {addr_i[$clog2(DATA_WIDTH/8)-1:0], 3'b0};
    assign addr_ebr             = addr_i[ADDR_WIDTH-1:$clog2(NUM_BLOCKS)];
    assign shft_line_enables    = {1'b0, line_enables} << addr_i[$clog2(DATA_WIDTH/8)-1:0];
    assign misaligned_o         = shft_line_enables[NUM_BLOCKS];
    assign shft_wdata           = wdata_i << shamt;
    assign shft_rdata           = preshft_rdata >> shamt;
    ram_Nx8 #( 
        .ADDR_WIDTH(ADDR_WIDTH - $clog2(NUM_BLOCKS)) 
    )
    CACHE_DATA_EBRS [(NUM_BLOCKS) - 1:0] (
        .clk_i(clk_i),
        .we_i(write_enables),  
        .addr_i(addr_ebr),
        .wdata_i(shft_wdata),
        .rdata_o(preshft_rdata)
    );
    integer i;
    always @(*) begin
        case (width_i)
            0:          line_enables <= {(DATA_WIDTH/8){1'b1}}; 
            1:          line_enables <= 1;                   
            2:          line_enables <= 3;                   
            3:          line_enables <= 15;                  
            default:    line_enables <= 0;
        endcase
        for (i = 0; i < NUM_BLOCKS; i = i + 1) begin
            write_enables[i] <= (((width_i == 0) || shft_line_enables[i]) && we_i);
        end
        for (i = 0; i < DATA_WIDTH; i = i + 8) begin
            rdata_o[i+:8] <= line_enables[i/8] ? shft_rdata[i+:8] : 0;
        end
    end
endmodule
module ram_Nx8
#(
    parameter ADDR_WIDTH = 8,
    parameter DATA_WIDTH = 8
)
(
    input                       clk_i,
    input                       we_i,
    input      [ADDR_WIDTH-1:0] addr_i, 
    input      [DATA_WIDTH-1:0] wdata_i,
    output reg [DATA_WIDTH-1:0] rdata_o = 0
);
    reg [DATA_WIDTH-1:0] mem [(1 << ADDR_WIDTH) - 1: 0];
    always @(posedge clk_i) begin
        rdata_o <= mem[addr_i];
        if (we_i)
            mem[addr_i] <= wdata_i;
    end
    integer i;
    initial begin
        for (i = 0; i < (1 << ADDR_WIDTH); i = i + 1) begin
            mem[i] <= 0;
        end
    end
endmodule
</file>
<file path="flow/run.sh">
#!/bin/bash
# OpenROAD 26Q1-2900-gdf79404cd8, Yosys 0.63+post, stock flow scripts
make -C /OpenROAD-flow-scripts/flow DESIGN_CONFIG=/design/flow/config.mk WORK_HOME=/design/flow/orfs finish
</file>
<file path="flow/config.mk">
export PLATFORM = sky130hd
export DESIGN_NAME = cache_set
export DESIGN_NICKNAME = cache_set
export VERILOG_FILES = /design/flow/design.v
export SDC_FILE = /design/flow/constraint.sdc
export NUM_CORES = 4
export LEC_CHECK = 1
export CORE_UTILIZATION = 50
</file>
==> out/summary.txt <==
Post CTS Setup Buffer Count: 0
length of the first detailed-routing pass in iterations: 8
RSZ-0062 raised after global routing: false
pin count of the biggest net entering global routing: 122
antenna violations before repair: 22
Warnings, synthesis: 2
Post-synth EDFFs: 2048
placed wire-length estimate: 208 mm
cell taking the most area after synthesis: edfxtp_1
Max Fclk: 0.0456 GHz
sequential area share after synthesis: 70.8%
worst-path maximum fanout: 41
total number of vias: 49860
hold buffers post-CTS: 0
final worst clock skew: 45.4 ps
startpoint-to-endpoint class of the critical path: input pin to primary output
total overflow reported by the global router: 0
wire length of the first global-routing pass: 407 mm
number of I/O port buffers: 268
Placement Cell Area: 96600 um2
sort of element at the start of the critical path: input pin
Worst Path Arrival: 12870 ps
total cells reported by yosys after synthesis: 4859
hold slack: 678 ps
Async S/R FF share, synth: 0%
Max Transition Viols Final: 0
share of final-layout standard cells stronger than drive strength 1: 24.4%
Worst-Skew Late Latency: 870 ps
total I/O pin count: 269
Synth cell types: 70
synthesized area divided by synthesized cell count: 18.6 um2
detailed router's first-iteration violation count: 4006
flip-flop and latch count after synthesis: 2176
number of cells upsized or downsized after cts: 0
count of fill cells added during filler insertion: 13280
max-cap viol count: 0
Die W: 427 um
total die area: 183000 um2
Residual DRC: 0
IR Drop Worst-Case VDD: 0.0000467 V
CORE AREA: 179000 um2
clk root buf: clkbuf_16
total design power: 0.00445 W
final number of setup-violating endpoints: 0
final total negative setup slack: 0 ps
slew margin rel.: 1.11%
number of warnings in the stage logs: 37
Mapped Area: 90500 um2
run status: completed
Design Area, Final: 103000 um2
Largest cells by area: edfxtp_1, mux4_2, dfxtp_1
clock net sink count: 2176
transition time of the tightest slew-check pin: 1480 ps
GPL Wtd Cong: 1.05
number of clock buffers inserted by TritonCTS: 214
critical path capture point type: primary output
post-CTS clock slew at the launch and capture registers of the worst setup and hold paths: 60 ps
clock buffer depth: 3
P_leak: 31.0 nW
Post-Route WL: 291 mm
Die Y-Extent: 427 um
average wire length per cell after detail routing: 37.1 um
part of the cycle the worst path needs: 48.3%
clock tree from TritonCTS: built
number of global-route vias before repair: 53608
maximum level of the CTS H-tree: 4
post-synthesis cell count: 4859
aggregate global-route resource usage: 36.5%
final number of hold-violating endpoints: 0
post-route antenna net violation count: 0
Site Rows: 155
post-route minimum period: 21950 ps
average via count per standard cell: 6.35
top post-synthesis cells by count: edfxtp_1, mux4_2, a22oi_1
Worst EP required: 36320 ps
count leader, synth: edfxtp_1
kind of path behind the tightest hold check: flip-flop to flip-flop
Initial Util: 50.5%
Yosys chip area: 90500 um2
most instantiated flip-flop cell in the synthesis netlist: edfxtp_1
ratio of total power to cell area: 43.0 nW/um2
Area growth syn-to-layout: 14.3%
fraction of synthesized cell area taken by the top area cell type: 67.9%
-- through the flow --
| stage | cells | utilization [%] | setup WS, ps |
|---|---|---|---|
| after floorplan | 4859 | - | 25990 |
| after global placement | 7438 | 53.9 | 23550 |
| after detailed placement | 7438 | 53.9 | 23600 |
| after CTS | 7836 | 57.7 | 23600 |
| after global routing | 7838 | 57.7 | 23480 |
| final | 7847 | 57.7 | 23450 |
-- path summary, 6_finish.rpt --
kind | from | endpoint | slack, ps | depth (start not counted)
worst max-delay path | addr_i[2] | rdata_o[36] | 23450 | 9
worst min register to register | CACHE_DATA_EBRS[7].mem[5][1] | CACHE_DATA_EBRS[7].rdata_o[1] | 680 | 3
worst max register to register | CACHE_DATA_EBRS[9].mem[13][2] | CACHE_DATA_EBRS[9].rdata_o[2] | 43690 | 3
worst min-delay path | CACHE_DATA_EBRS[7].mem[5][1] | CACHE_DATA_EBRS[7].rdata_o[1] | 680 | 3
-- where the power goes --
group | switching (W) | internal (W) | total (W)
clock network | 0.000753 | 0.000971 | 0.00172
registers | 0.0000334 | 0.00225 | 0.00229
logic | 0.000293 | 0.000146 | 0.000438
-- kinds of logic (layout without fill, tap and decap cells) --
family | Yosys count | in the layout | synth area share (%)
other | 0 | 11 | 0
AND-OR/OR-AND | 631 | 631 | 5.05
AND/OR/NAND/NOR | 816 | 816 | 3.98
buffers and inverters | 356 | 978 | 2.20
multiplexers | 876 | 876 | 17.9
flip-flops | 2176 | 2176 | 70.8
adder cells (fa/ha/maj) | 4 | 4 | 0.0553
-- sequential cells by signal, summed over array words and instances (netlist names) --
name / cells
CACHE_DATA_EBRS.rdata_o: 128
CACHE_DATA_EBRS.mem: 2048
-- layout by cell type (no fill, tap or decap), types with 17 or more instances in the layout --
master and count:
nand3_1 42, clkinv_1 46, a21oi_1 51, o21ai_1 53, dfxtp_1 128, and2_1 39
clkbuf_8 18, buf_4 304, a22oi_1 312, nor2_1 303, clkbuf_16 217, nor3_1 39
mux2_2 59, edfxtp_1 2048, clkinv_2 32, clkbuf_1 49, nor2_2 22, o2bb2ai_1 29
nand2b_1 18, o221ai_1 17, o21ai_0 39, nand2_1 282, mux4_2 591, o211ai_1 54
mux2i_1 222, clkdlybuf4s50_1 262
-- layout make-up --
cell class                      instances  area (um2)  share of cell area, %
Antenna cell                           11        27.5                 0.0266
Clock buffer                          284        5860                   5.66
Clock inverter                        114         988                  0.955
Inverter                                8        33.8                 0.0326
Multi-Input combinational cell       2327       24600                   23.7
Sequential cell                      2176       64100                   61.9
Tap cell                             2355        2950                   2.85
Timing Repair Buffer                  572        5000                   4.84
-- metal layers --
| layer | routed length (um) | GRT usage, % | vias to the layer above |
|---|---|---|---|
| li1 | - | - | 20884 |
| met1 | 89800 | 46.2 | 25405 |
| met2 | 138000 | 51.9 | 2852 |
| met3 | 40700 | 21.7 | 697 |
| met4 | 22400 | 19.9 | 22 |
| met5 | 341 | 0.741 | - |
-- critical path, stage by stage --
cell	delay, ps
buf_4	220
buf_4	340
buf_4	350
inv_2	360
buf_4	440
nand3_1	320
buf_4	270
o211ai_1	690
clkdlybuf4s50_1	610
Power and IR drop assume default switching activity.
